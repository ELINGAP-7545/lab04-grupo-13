**flow/design.v**
```verilog
`timescale 1ns / 1ps
module sumador(PinA, PinB, PCin,PCout,Pout);
    input PinA;
    input PinB;
    input PCin;
    output PCout;
    output Pout;
	wire a_ab;
  wire x_ab;
  wire cout_t;
  and(a_ab,PinA,PinB);
  xor(x_ab,PinA,PinB);
  xor(Pout,x_ab,PCin);
  and(cout_t,x_ab,PCin);
  or (PCout,cout_t,a_ab);
endmodule
module sum4bcc (xi, yi,co,zi);
  input [13 :0] xi;
  input [13 :0] yi;
  output co;
  output [13 :0] zi;
  wire c1,c2,c3,c4,c5,c6,c7,c8,c9,c10,c11,c12,c13;
  sumador s0 (.PinA(xi[0]), .PinB(yi[0]), .PCin(0),  .PCout(c1) ,.Pout(zi[0]));
  sumador s1 (.PinA(xi[1]), .PinB(yi[1]), .PCin(c1), .PCout(c2) ,.Pout(zi[1]));
  sumador s2 (.PinA(xi[2]), .PinB(yi[2]), .PCin(c2), .PCout(c3) ,.Pout(zi[2]));
  sumador s3 (.PinA(xi[3]), .PinB(yi[3]), .PCin(c3), .PCout(c4) ,.Pout(zi[3]));
  sumador s4 (.PinA(xi[4]), .PinB(yi[4]), .PCin(c4),  .PCout(c5) ,.Pout(zi[4]));
  sumador s5 (.PinA(xi[5]), .PinB(yi[5]), .PCin(c5), .PCout(c6) ,.Pout(zi[5]));
  sumador s6 (.PinA(xi[6]), .PinB(yi[6]), .PCin(c6), .PCout(c7) ,.Pout(zi[6]));
  sumador s7 (.PinA(xi[7]), .PinB(yi[7]), .PCin(c7), .PCout(c8) ,.Pout(zi[7]));
  sumador s8 (.PinA(xi[8]), .PinB(yi[8]), .PCin(c8),  .PCout(c9) ,.Pout(zi[8]));
  sumador s9 (.PinA(xi[9]), .PinB(yi[9]), .PCin(c9), .PCout(c10) ,.Pout(zi[9]));
  sumador s10 (.PinA(xi[10]), .PinB(yi[10]), .PCin(c10), .PCout(c11) ,.Pout(zi[10]));
  sumador s11 (.PinA(xi[11]), .PinB(yi[11]), .PCin(c11), .PCout(c12) ,.Pout(zi[11]));
  sumador s12 (.PinA(xi[12]), .PinB(yi[12]), .PCin(12),  .PCout(c13) ,.Pout(zi[12]));
  sumador s13 (.PinA(xi[13]), .PinB(yi[13]), .PCin(c13), .PCout(c0) ,.Pout(zi[13]));
endmodule
```
**flow/run.sh**
```bash
#!/bin/bash
# OpenROAD 26Q1-2900-gdf79404cd8, Yosys 0.63+post, stock flow scripts
make -C /OpenROAD-flow-scripts/flow DESIGN_CONFIG=/design/flow/config.mk WORK_HOME=/design/flow/orfs finish
```
**flow/config.mk**
```make
export PLATFORM = sky130hd
export DESIGN_NAME = sum4bcc
export DESIGN_NICKNAME = sum4bcc
export VERILOG_FILES = /design/flow/design.v
export SDC_FILE = /design/flow/constraint.sdc
export NUM_CORES = 4
export LEC_CHECK = 1
export CORE_AREA = 10 10 70 70
export DIE_AREA = 0 0 80 80
```
**flow/constraint.sdc**
```tcl
current_design sum4bcc

set clk_period 12.9
set clk_io_pct 0.2

create_clock -name clk0 -period $clk_period

set non_clock_inputs [all_inputs -no_clocks]
set_input_delay [expr $clk_period * $clk_io_pct] -clock clk0 $non_clock_inputs
set_output_delay [expr $clk_period * $clk_io_pct] -clock clk0 [all_outputs]
```
==> run_results.csv <==
group,metric,value,unit
logic_synthesis,top_area_share,51.4,%
logic_synthesis,synthTopCellsByCount,"buf_4, fa_1, ha_1, xor3_1, conb_1",
floorplanning,die_x,80,um
final_layout,ff_latch_area,0,um2
clock_tree,cts_hold_buf,0,
route,antenna_left,0,
global_route,grt_max_degree,2,
global_route,grt_first_pass_wirelength,1770,um
timing,finalCritPeriodShare,81.2,%
logic_synthesis,yosys.area.top_type,"fa_1",
worst_setup_path,path_common_cell,"fa_1",
placement,dpl_worst_slack,2.40,ns
worst_hold_path,hold_class,"primary input to primary output",
final_layout,instances_no_fill,103,
timing,finalHoldViolations,0,
timing,max_freq,95.5,MHz
logic_synthesis,syn-cell-area,389,um2
worst_setup_path,cp_data_arrival_time,7.89,ns
timing,setup_viol,0,
logic_synthesis,most_common_cell,"buf_4",
route,viasPerCell,2.94,
route,n_antenna_cell,0,
global_route,grt-ovfl-total,0,
timing,maxSlewViolCount,0,
worst_setup_path,path_cells,"clkdlybuf4s50_1 -> ha_1 -> fa_1 -> fa_1 -> fa_1 -> fa_1 -> fa_1 -> fa_1 -> fa_1 -> fa_1 -> fa_1 -> fa_1 -> xor3_1 -> clkdlybuf4s50_1",
final_layout,syn2layout_area_growth,93.9,%
clock_tree,cts-resized-gates,0,
worst_setup_path,cpPeakStageDelay,0.46,ns
timing,holdWs,6.15,ns
logic_synthesis,synth_warnings,4,
logic_synthesis,yosys-stat-cells,30,
route,detailroute.via_count,303,
floorplanning,top_level_ports,43,
route,wl_per_cell,11.5,um
route,drtIter0Drc,0,
worst_setup_path,worstPathRequired,10.32,ns
clock_tree,postCtsSetupBuffers,0,
route,drcViolationCount,0,
global_route,grt_pass1_vias,364,
final_layout,layout-drive-gt1-share,0,%
placement,dpl-instance-area,754,um2
route,wl,1190,um
worst_setup_path,cp_max_fo,1,
placement,io_buffers,42,
floorplanning,die_h,80,um
floorplanning,initial_utilization,11.4,%
final_layout,clkbuf_count,0,
logic_synthesis,area_leaders,"fa_1, buf_4, xor3_1",
floorplanning,coreArea,3420,um2
pwr,cellLeakagePower,0.288,nW
worst_setup_path,path_buffers,2,
worst_setup_path,cpMaxStageDelayCell,"clkdlybuf4s50_1",
run_status,status,"completed",
flow_run,cap_viol_max_count,0,
final_layout,fillers,369,
logic_synthesis,yosysUniqueCellTypes,5,
logic_synthesis,yosys.stat.seqShare,0,%
worst_setup_path,cp-end-kind,"primary output",
worst_hold_path,hp-start,"xi[13]",
global_route,grt_usage,3.46,%
timing,fin_tns_setup,0,ns
timing,layout_min_cycle_time,10.47,ns
route,dr.pass1.iters,1,
final_layout,flops,0,
placement,globalplace.congestion,0.806,
worst_setup_path,critPathKind,"primary input to primary output",
logic_synthesis,syn-mean-instance-area,13.0,um2
worst_hold_path,holdPathStages,3,
flow_run,warnings,32,
global_route,antenna_found_initial,0,
worst_hold_path,min_to,"zi[13]",
worst_setup_path,critPathLaunchType,"primary input",
final_layout,fin_area,754,um2
pwr,power,0.0327,mW
floorplanning,rows,21,
placement,dp_cells,103,
logic_synthesis,syn_inst,30,
final_layout,final_core_util,22.1,%
pwr,ir_drop,0.0000168,V
timing,rsz0062_at_grt,"no",
logic_synthesis,ys_area,389,um2
timing,worst_slack,2.43,ns
floorplanning,chip_area,6400,um2
worst_setup_path,cp_top_family,"adder cells",
pwr,power_density,43.3,nW/um2
## how the worst max path moves through the flow
stage	slack, ns	startpoint	cells after the start	endpoint
after CTS	2.39	xi[0]	14	zi[11]
after global routing	2.23	xi[0]	14	zi[11]
final	2.43	xi[0]	14	zi[11]
## layout by cell type (no fill, tap or decap), drive strengths merged
master	count
clkdlybuf4s50	42
xor3	2
ha	2
fa	10
conb	1
## area by class of cell
class / instances / area [um2] / share of cell area [%]
timing repair buffer: 42 / 420 / 55.7
multi-input combinational: 15 / 277 / 36.7
tap: 46 / 57.6 / 7.63
## cells by family (layout without fill, tap and decap cells)
logic type,after synthesis,after routing,share of synthesized area (%)
xor+xnor,2,2,12.2
fa+ha+maj,12,12,57.9
buf+inv,15,42,28.9
other cells,1,1,0.964
## layer usage
layer | routed length (um) | global-route usage, %
met1 | 452 | 4.36
met2 | 382 | 4.09
met3 | 350 | 3.75
met4 | 0 | 0
met5 | 0 | 0
## where the power goes
group          leakage [nW]  internal (mW)  total, mW  switching [mW]
Clock                     0              0          0               0
Combinational         0.288         0.0253     0.0327         0.00736
Sequential                0              0          0               0
Total                 0.288         0.0253     0.0327         0.00736
Power figures rest on the tool's default switching activity, not on a simulated workload.
