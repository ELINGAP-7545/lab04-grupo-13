### flow/constraint.sdc
current_design bcd

set clk_period 14.4
set clk_io_pct 0.2

create_clock -name clk0 -period $clk_period

set non_clock_inputs [all_inputs -no_clocks]
set_input_delay [expr $clk_period * $clk_io_pct] -clock clk0 $non_clock_inputs
set_output_delay [expr $clk_period * $clk_io_pct] -clock clk0 [all_outputs]
### flow/config.mk
export PLATFORM = sky130hd
export DESIGN_NAME = bcd
export DESIGN_NICKNAME = bcd
export VERILOG_FILES = /design/flow/design.v
export SDC_FILE = /design/flow/constraint.sdc
export NUM_CORES = 4
export LEC_CHECK = 1
export CORE_UTILIZATION = 30
### flow/design.v
module bcd (DataBus,Bcd1,Bcd2,Bcd3,Bcd4);
input [13:0] DataBus; 
output [3:0] Bcd1; 
output [3:0] Bcd2; 
output [3:0] Bcd3; 
output [3:0] Bcd4; 
always @ ( * ) begin
Data=DataBus;
Bcd4=DataBus/1000;
Bcd3=(DataBus%1000)/100;
Bcd2=(DataBus%1100)/10;
Bcd1=(DataBus%1110);
end
endmodule 
### flow/run.sh
#!/bin/bash
# OpenROAD 26Q1-2900-gdf79404cd8, Yosys 0.63+post, stock flow scripts
make -C /OpenROAD-flow-scripts/flow DESIGN_CONFIG=/design/flow/config.mk WORK_HOME=/design/flow/orfs finish
==> run notes <==
Item: results of the latest flow run.

- The number of antenna repair diodes is 0.
- The area fraction in compound gates is 0.424.
- The post-synthesis adder-cell area fraction is 0.0253.
- The hold buffer count at CTS is 0.
- The detailed router finished its first iteration with 531 violations.
- The internal power is 1020 uW.
- Entering global routing, the biggest net connects 28 pins.
- The total tool warning count is 36.
- The number of buffers inserted by port buffering is 30.
- In this run, distinct cell masters in the synthesized netlist total 111.
- The weighted congestion at the end of routability-driven global placement is 0.957.
- The synthesis log from Yosys contains 7 warnings.
- The number of fillers in the final layout is 1945.
- From bottom edge to top edge, the die measures 144 um.
- Among the stages of the critical path, the cell type that occurs most often is sky130_fd_sc_hd__buf_4.
- The leakage power figure is 0.00335 uW.
- The data arrival time of the worst path is 11.18 ns.
- The share of cells above drive strength 1 is 0.302.
- The wire length of the first global-routing pass is 34.6 mm.
- The area taken by flip-flops and latches is 0 um2.
- The initial antenna violation count was 0.
- The library cell contributing the largest single delay on the critical path is sky130_fd_sc_hd__or4_4.
- Counting I/O delays and the setup requirement, the final critical path takes 14.06 ns.
- According to the floorplan report, the total die area is 20700 um2.
- The worst hold path belongs to the class input pin to output pin.
- The part of the total power dissipated in the clock network is 0.
- The reported net switching power is 926 uW.
- Summed over all layers, the routed wires come to 21.6 mm.
- The average wire per standard cell is 15.4 um.
- The setup violation total in the final timing report is 0.
- The dominant kind of combinational cell is AND-OR/OR-AND gates.
- Yosys reports a chip area of 6040 um2.
- Once detailed placement completed, the half-perimeter wirelength came to 17.0 mm.
- The final max-slew violation count recorded for this run is 0.
- In this run the maximum-capacitance check reported violations numbering 0.
- The worst setup path is captured at an output pin.
- During I/O placement, the number of pins put on the boundary was 30.
- On met3, the global router reports a usage of 0.0139.
- Dividing the final minimum period by the clock period gives 0.976.
- The sequential cell count is 0.
- Of the total synthesized cell area, the portion taken by AND, OR, NAND and NOR gates is 0.321.
- STA classifies the critical path startpoint as an input pin.
- The die is 144 um wide.
- The placement stage leaves a total instance area of 8010 um2.
- A synthesized cell averages 6.43 um2.
- Measured against its own limit, the worst slew margin works out to 0.368.
- The count of nets left with antenna violations once routing finished came out at 0.
- Per Yosys stat, the portion of area used by sequential elements is 0.
- At the worst endpoint, the required time is 11.52 ns.
- By area the synthesized netlist is led by sky130_fd_sc_hd__xnor2_1, sky130_fd_sc_hd__nor2_1, sky130_fd_sc_hd__a21oi_1, sky130_fd_sc_hd__nand2_1, sky130_fd_sc_hd__o21ai_0.
- VDD sags by at most 0.228 mV.
- The parity-gate share of the synthesized area counting xor and xnor cells is 0.142.
- The area fraction of the largest cell type after synthesis is 0.106.
- The post-detailed-route via-to-cell ratio is 5.59.
- For this run the aggregate overflow at the end of global routing stands at 0.
- The busiest metal layer after global routing is met2.
- The cell count after synthesis is 940.
- The switching portion of total power comes to 0.475.
- The portion of total power attributed to sequential cells is 0.
- The highest clock frequency the design can meet is 71.1 MHz.
- Per the detail_route report, the via count comes to 7833.
- The number of hold violations in the final report is 0.
- Yosys stat counts 940 cells in the synthesized netlist.
- The cell area that synthesis handed to floorplanning was 6040 um2.
- In the routed design, unresolved DRC markers number 0.
- The combinational share of power is 1.000.
- The iteration count recorded for the first detailed-route pass is 6.
- The met2 layer usage reported by global route is 0.326.
- The run finished with clean final reports.
- The post-route cell area is 8500 um2.
- The floorplan step records an initial core utilization of 0.308.
- The post-layout utilization of the core is 0.434.
- The pin slew with the least headroom to its limit is 0.945 ns.
- Setup repair after global routing could not meet its margin everywhere.
- After floorplanning, the core was divided into 51 placement rows.
- The number of global-route vias before repair was 6825.
- The total area inside the core boundary comes to 19600 um2.
- In this run the power density over the cells is 229 nW/um2.
- The multiplexer share of the synthesized area is 0.0350.
- In the global route stage, overall resource usage came out at 0.208.
- The global routing met1 resource utilization is 0.320.
- The biggest area consumer among synthesized cells is sky130_fd_sc_hd__xnor2_1.
- The growth of design area from synthesis to finish is 40.7%.
- The layout has 0 clock buffers.
- Along the worst path, the maximum fanout reaches 8.
- The critical path is of the input pin to output pin type.
- In this design, the stage delay of the slowest critical-path cell is 0.59 ns.
==> synthesized netlist by cell type, types with 14 or more instances <==
cell type,n
sky130_fd_sc_hd__nor2_1,120
sky130_fd_sc_hd__a21oi_1,72
sky130_fd_sc_hd__nor3_1,36
sky130_fd_sc_hd__nand3_1,28
sky130_fd_sc_hd__clkbuf_1,26
sky130_fd_sc_hd__o211ai_1,14
sky130_fd_sc_hd__a211oi_1,15
sky130_fd_sc_hd__o21ai_0,57
sky130_fd_sc_hd__xnor2_1,73
sky130_fd_sc_hd__mux2i_1,14
sky130_fd_sc_hd__or3_1,14
sky130_fd_sc_hd__xor2_1,16
sky130_fd_sc_hd__inv_1,23
sky130_fd_sc_hd__nand2_1,87
==> cell type report <==
class	instances	area, um2	area share
multi-input cells	864	6120	0.720
well taps	265	332	0.0390
repair buffers	240	1930	0.227
inverters	32	120	0.0141
==> final timing paths <==
path | from | end | slack [ns] | cells past startpoint
max | DataBus[3] | Bcd2[1] | 0.34 | 37
min | DataBus[1] | Bcd2[0] | 6.59 | 5
==> cell usage in the layout (no fill, tap or decap), types with 6 or more instances in the layout <==
cell,instances
sky130_fd_sc_hd__buf_4,205
sky130_fd_sc_hd__nor2_1,117
sky130_fd_sc_hd__nand2_1,86
sky130_fd_sc_hd__xnor2_1,68
sky130_fd_sc_hd__a21oi_1,67
sky130_fd_sc_hd__o21ai_0,52
sky130_fd_sc_hd__nor3_1,33
sky130_fd_sc_hd__nand3_1,28
sky130_fd_sc_hd__clkdlybuf4s50_1,27
sky130_fd_sc_hd__inv_1,23
sky130_fd_sc_hd__o21ai_1,16
sky130_fd_sc_hd__xor2_1,16
sky130_fd_sc_hd__o211ai_1,14
sky130_fd_sc_hd__nand2b_1,13
sky130_fd_sc_hd__mux2i_1,13
sky130_fd_sc_hd__a211oi_1,12
sky130_fd_sc_hd__o31ai_1,12
sky130_fd_sc_hd__a31oi_1,11
sky130_fd_sc_hd__and2_1,10
sky130_fd_sc_hd__or3_1,10
sky130_fd_sc_hd__nor4_1,10
sky130_fd_sc_hd__nand4_1,9
sky130_fd_sc_hd__o22ai_1,9
sky130_fd_sc_hd__and3_1,9
sky130_fd_sc_hd__a211o_1,9
sky130_fd_sc_hd__o21a_1,8
sky130_fd_sc_hd__or2_2,8
sky130_fd_sc_hd__ha_1,8
sky130_fd_sc_hd__a21o_1,7
sky130_fd_sc_hd__o31a_1,7
sky130_fd_sc_hd__a21oi_2,7
sky130_fd_sc_hd__nor2_2,6
sky130_fd_sc_hd__xnor2_2,6
==> power by group through the flow <==
| stage | logic (uW) | registers [uW] | clock network (uW) |
|---|---|---|---|
| CTS | 1790 | 0 | 0 |
| global route | 2130 | 0 | 0 |
| finish | 1950 | 0 | 0 |
==> layer usage <==
layer | vias to the layer above | part of all wire
met5 | - | 0
met2 | 235 | 0.43
met1 | 3631 | 0.50
met3 | 18 | 0.062
met4 | 0 | 0.0088
li1 | 3949 | -
==> timing repair <==
action,4_1_cts,5_1_grt
endpoints found under the setup margin,2,6
pin swaps,0,36
resized,2,76
buffers inserted,0,10
==> cell families (layout without fill, tap and decap cells) <==
| logic type | Yosys count | after routing |
|---|---|---|
| buffers and inverters | 76 | 272 |
| adder cells (fa/ha/maj) | 13 | 13 |
| XOR/XNOR | 93 | 93 |
| multiplexers | 20 | 20 |
| AND-OR/OR-AND | 347 | 347 |
| AND/OR/NAND/NOR | 391 | 391 |
==> critical path, delay by kind of cell <==
kind	cells	cell delay, ns
muxes	1	0.30
and+or+nand+nor	5	1.58
xor gates and xnor gates	1	0.21
AOI/OAI and AO/OA	20	4.03
buffers and inverters	10	2.16
==> through the flow <==
stage                     power, uW  worst slack [ns]  instances  hold slack [ns]  TNS, ns
after global routing           2130            -0.216       1401             6.64   -0.339
after global placement         1770            0.0170       1391             6.79        0
after CTS                      1790            0.0225       1391             6.77        0
final                          1950             0.339       1401             6.59        0
after detailed placement       1770           -0.0566       1391             6.76  -0.0710
after floorplan                1070             0.988        940             5.83        0
Power figures rest on the tool's default switching activity, not on a simulated workload.
