<file path="./design.v">
module  BCDtoSSeg (BCD, SSeg, an);
  input [ 3 : 0 ] BCD;
  output  reg [ 0 : 6 ] SSeg;
  output [ 3 : 0 ] an;
  assign an = 4'b1110 ;
always @ ( * ) begin
  case (BCD)
   4'b0000 : SSeg =  7'b0000001 ;  
	4'b0001 : SSeg =  7'b1001111 ;  
	4'b0010 : SSeg =  7'b0010010 ;  
	4'b0011 : SSeg =  7'b0000110 ;  
	4'b0100 : SSeg =  7'b1001100 ;  
	4'b0101 : SSeg =  7'b0100100 ;  
	4'b0110 : SSeg =  7'b0100000 ;  
	4'b0111 : SSeg =  7'b0001111 ;  
	4'b1000 : SSeg =  7'b0000000 ;  
	4'b1001 : SSeg =  7'b0000100 ;  
   4'ha : SSeg =  7'b0001000 ;  
   4'hb : SSeg =  7'b1100000 ;
   4'hc : SSeg =  7'b0110001 ;
   4'hd : SSeg =  7'b1000010 ;
   4'he : SSeg =  7'b0110000 ;
   4'hf : SSeg =  7'b0111000 ;
    default :SSeg =  7'b1010010 ;
  endcase
 end
 endmodule
`timescale 1ns / 1ps
module display(
    input [15:0] num,
    input clk,
    output [0:6] sseg,
    output reg [3:0] an,
	 input rst,
	 output led
    );
reg [3:0]bcd=0;
BCDtoSSeg bcdtosseg(.BCD(bcd), .SSeg(sseg));
reg [26:0] cfreq=0;
wire enable;
assign enable = cfreq[16];
assign led =enable;
always @(posedge clk) begin
  if(rst==1) begin
		cfreq <= 0;
	end else begin
		cfreq <=cfreq+1;
	end
end
reg [1:0] count =0;
always @(posedge enable) begin
		if(rst==1) begin
			count<= 0;
			an<=4'b1111; 
		end else begin 
			count<= count+1;
			an<=4'b1101; 
			case (count) 
				2'h0: begin bcd <= num[3:0];   an<=4'b1110; end 
				2'h1: begin bcd <= num[7:4];   an<=4'b1101; end 
				2'h2: begin bcd <= num[11:8];  an<=4'b1011; end 
				2'h3: begin bcd <= num[15:12]; an<=4'b0111; end 
			endcase
		end
end
endmodule
</file>
<file path="./run.sh">
#!/bin/bash
# OpenROAD 26Q1-2900-gdf79404cd8, Yosys 0.63+post, stock flow scripts
make -C /OpenROAD-flow-scripts/flow DESIGN_CONFIG=/design/flow/config.mk WORK_HOME=/design/flow/orfs finish
</file>
<file path="./config.mk">
export PLATFORM = sky130hd
export DESIGN_NAME = display
export DESIGN_NICKNAME = display
export VERILOG_FILES = /design/flow/design.v
export SDC_FILE = /design/flow/constraint.sdc
export NUM_CORES = 4
export LEC_CHECK = 1
export CORE_AREA = 10 10 92 92
export DIE_AREA = 0 0 102 102
</file>
<file path="./constraint.sdc">
current_design display

set clk_period 2.3
set clk_io_pct 0.2

create_clock -name clk0 -period $clk_period [get_ports {clk}]

set non_clock_inputs [all_inputs -no_clocks]
set_input_delay [expr $clk_period * $clk_io_pct] -clock clk0 $non_clock_inputs
set_output_delay [expr $clk_period * $clk_io_pct] -clock clk0 [all_outputs]
</file>
==> impl_metrics.env <==
# flow metrics
export IMPL_end_kind="output pin"
export IMPL_skew_ns=0.001909
export IMPL_final_antenna_net_count=0
export IMPL_clk_pin_slew_ns=0.06
export IMPL_timing_max_cap_violations=0
export IMPL_setup_slack_ns=0.5184
export IMPL_synth_async_reset_ratio_pct=0
export IMPL_synth_cell_type_count=28
export IMPL_numCtsBuffers=3
export IMPL_pin_count=30
export IMPL_placementRows=29
export IMPL_hp_class="register to register"
export IMPL_dpl_instance_area_mm2=0.001837
export IMPL_slew_headroom_pct=67.31
export IMPL_post_cts_setup_buffer_count=0
export IMPL_areaGrowthSynthToFinish_pct=28.88
export IMPL_yosysChipArea_mm2=0.001460
export IMPL_drt_total_wl_mm=2.860
export IMPL_ff2ff_path_depth=3
export IMPL_synthCells=159
export IMPL_peakVddDrop_uv=328.9
export IMPL_startpoint_type="register"
export IMPL_arrival_ns=1.32
export IMPL_p_leak_uw=0.0007166
export IMPL_postCtsResizedCells=0
export IMPL_grt_pass1_vias=1054
export IMPL_mappedNetlistArea_mm2=0.001460
export IMPL_flop_cell="dfxtp_1"
export IMPL_synth_warnings=2
export IMPL_slowest_delay_ns=0.54
export IMPL_ys_cells=159
export IMPL_fp_util_pct=22.61
export IMPL_hold_buffers=0
export IMPL_cellPowerDensity_mw_per_mm2=308.9
export IMPL_track_usage_pct=5.439
export IMPL_cp_depth=1
export IMPL_maxSlewViolCount=0
export IMPL_cp_slowest_cell="dfxtp_1"
export IMPL_cp_required_ns=1.84
export IMPL_grt_start_max_net_pins=17
export IMPL_cp_top_family="flip-flops"
export IMPL_setup_violations=0
export IMPL_dp_hpwl_mm=2.251
export IMPL_final_layout_size_suffix_gt1_share_pct=7.447
export IMPL_edf_count=4
export IMPL_portBuffers=29
export IMPL_die_y_um=102
export IMPL_untimed_endpoints=25
export IMPL_coreArea_mm2=0.006459
export IMPL_globalplace_congestion=0.7692
export IMPL_rsz0062_at_grt="no"
export IMPL_fin_tns_setup_ns=0
export IMPL_finalCritPeriodShare_pct=77.46
export IMPL_hold_viol=0
export IMPL_grt_pass1_wl_mm=4.843
export IMPL_diodes=0
export IMPL_fmax_mhz=561.3
export IMPL_syn_area_per_cell_um2=9.183
export IMPL_path_class="register to output pin"
export IMPL_max_clock_path_buffers=2
export IMPL_unclocked_regs=10
export IMPL_dieWidth_um=102
export IMPL_drt_wirelength_per_cell_um=10.79
export IMPL_routed_via_density=4.442
export IMPL_drc_errors=0
export IMPL_min_period_ns=1.782
export IMPL_clock_latency_ns=0.25
export IMPL_pre_cts_slack_ns=0.5541
export IMPL_firstDrtPassIters=6
export IMPL_cts_tree="built"
export IMPL_drt_iter0_markers=41
export IMPL_crit_buf_inv=1
export IMPL_grt_ovfl_total=0
export IMPL_crit_chain="clkdlybuf4s50_1"
export IMPL_dieArea_mm2=0.01040
export IMPL_numSynthFlops=27
export IMPL_status="complete, no violations"
export IMPL_tightest_slew_ns=0.4889
export IMPL_critPathMaxFanout=13
export IMPL_ys_seq_share_pct=39.76
export IMPL_hold_depth=2
export IMPL_warnings=34
export IMPL_vias=1177
export IMPL_htreeDepth=1
export IMPL_fin_area_mm2=0.001882
export IMPL_root_buffer="clkbuf_8"
export IMPL_antenna_found_initial=0
-- cell usage in the layout, fill, tap and decap left out --
cell type	instances
or3_1	2
clkbuf_1	1
dfxtp_1	23
xnor2_1	1
o21ai_0	8
buf_4	2
nand2_1	11
nor2b_1	6
edfxtp_1	4
nand3_2	1
a222oi_1	4
or4_1	4
nor4_1	5
nand4_1	3
clkdlybuf4s50_1	29
nand2b_1	2
inv_1	13
ha_1	12
a21oi_1	10
clkbuf_8	3
o31ai_1	4
mux2_2	6
or3_2	1
o22ai_1	1
nand4_4	1
nor2_1	14
mux2i_1	8
nand3_1	6
a32o_1	1
xor2_1	2
-- worst paths after layout --
kind,startpoint,to,slack [ns]
setup / recovery,cfreq[16],led,0.52
hold / removal,cfreq[12],cfreq[12],0.48
setup reg to reg,cfreq[5],cfreq[15],0.58
hold reg to reg,cfreq[12],cfreq[12],0.48
-- synth_stat cells, drive strengths merged, types with 3 or more instances --
| library cell | number | area [µm²] |
|---|---|---|
| a21oi | 10 | 50.05 |
| a222oi | 4 | 40.04 |
| clkbuf | 4 | 15.01 |
| dfxtp | 23 | 460.4 |
| edfxtp | 4 | 120.1 |
| ha | 12 | 150.1 |
| inv | 13 | 48.80 |
| mux2 | 6 | 67.56 |
| mux2i | 8 | 80.08 |
| nand2 | 11 | 41.29 |
| nand3 | 7 | 40.04 |
| nand4 | 4 | 40.04 |
| nor2 | 14 | 52.55 |
| nor2b | 6 | 37.54 |
| nor4 | 5 | 31.28 |
| o21ai | 8 | 40.04 |
| o31ai | 4 | 30.03 |
| or3 | 3 | 20.02 |
| or4 | 4 | 30.03 |
-- kinds of logic after synthesis --
kind of cell	share of synthesized area, %
DFF	39.76
AOI/OAI and AO/OA	12.08
xor gates and xnor gates	1.800
and+or+nand+nor	20.91
muxes	10.11
buffers and inverters	5.056
adders and majority gates	10.28
-- state kept, by name (all words and copies together) (netlist names) --
name,flops
cfreq,17
count,2
an,4
bcd,4
-- power by group --
group | total (µW) | leakage, µW | switching (µW) | internal (µW)
clock | 219 | 0.0000228 | 96.5 | 123
sequential | 307 | 0.000227 | 5.77 | 301
combinational | 55.5 | 0.000467 | 20.3 | 35.2
total | 581 | 0.000717 | 123 | 459
-- final cells by class --
type,count,area (µm²)
clock buffers,4,45.04
fillers,684,4577
flip-flops and latches,27,580.6
inverters,13,48.80
well taps,77,96.34
multi-input cells,113,805.8
repair buffers,31,305.3
-- metal layers --
layer | vias to the layer above | wire, µm | GRT usage [%]
met5 | - | 0 | 0
met4 | 0 | 23 | 0.7592
met3 | 2 | 86 | 0.6135
met2 | 16 | 1314 | 9.185
met1 | 533 | 1436 | 7.530
li1 | 626 | - | -
-- metrics by stage --
stage / cells / util [%] / total power [µW] / hold WS [ns]
after floorplan: 159 / - / 332.2 / 0.4408
after global placement: 261 / 28.44 / 368.9 / 0.4613
after detailed placement: 261 / 28.44 / 369.3 / 0.4731
after CTS: 265 / 29.14 / 591.1 / 0.4823
after global routing: 265 / 29.14 / 609.0 / 0.5028
final: 265 / 29.14 / 581.4 / 0.4773
Power and IR drop assume default switching activity.
